<file path="flow/config.mk">
export PLATFORM = sky130hd
export DESIGN_NAME = runlength
export DESIGN_NICKNAME = runlength
export VERILOG_FILES = /design/flow/design.v
export SDC_FILE = /design/flow/constraint.sdc
export NUM_CORES = 4
export LEC_CHECK = 1
export CORE_UTILIZATION = 40
</file>
<file path="flow/constraint.sdc">
current_design runlength

set clk_period 3.9
set clk_io_pct 0.2

create_clock -name clk0 -period $clk_period [get_ports {clk}]
create_clock -name clk1 -period $clk_period [get_ports {den}]

set non_clock_inputs [all_inputs -no_clocks]
set_input_delay [expr $clk_period * $clk_io_pct] -clock clk0 $non_clock_inputs
set_output_delay [expr $clk_period * $clk_io_pct] -clock clk0 [all_outputs]
</file>
<file path="flow/design.v">
`timescale 1ns / 100ps
module runlength (
    input clk,  
    input den,   
    input rts,
    input [7:0] din,
    output reg [7:0] dout,
    output reg drdy,
    output reg cts,
    output [1:0] state,  
    output [1:0] output_state,  
    output [7:0] nbytes  
    );
    reg [7:0] temp, prev, count;
    localparam RCV_IDLE=0, s1=1, s2=2, FLUSH_DATA=3;
    reg [1:0] current_state, next_state;
    wire dataclk;
    reg [7:0] sent_count;
    localparam IDLE=0, SEND_COUNT=1, SEND_DATA=2, DATA_SENT=3, SEND_FINAL_COUNT=4, SEND_FINAL_DATA=5;  
    reg [2:0] current_output_state;
    reg [1:0] next_output_state;
    assign dataclk = den;
    initial begin       
        #0 count = 8'h00;
        #0 drdy = 1'b0;
        #0 cts = 1'b0;
        #0 current_state = RCV_IDLE;
        #0 next_state = RCV_IDLE;
        #0 dout = 8'hx;
        sent_count = 8'h0;
    end
    initial begin 
     current_output_state = IDLE;
     next_output_state = IDLE;
     temp = 7'h0;
    end
    always@(posedge clk)  current_state <= next_state;
    always@(posedge clk) current_output_state <= next_output_state;
    assign state = current_state;  
    always@(current_state, count, rts, current_output_state, prev,temp) begin
        case(current_state)
            RCV_IDLE: begin
                if (rts) begin
                    #2 cts = 1'b1;
                    if (count > 0 )
                        next_state = s1;  
                end
                else if (count > 0)
                      next_state = FLUSH_DATA;     
                end
            s1: begin
                if ((count > 1) && (prev != temp)) begin
                    #2 cts = 1'b0;
                    next_state = FLUSH_DATA;  
                    end
                else if ( count == 'd255 ) begin
                   #2 cts = 1'b0; 
                   next_state = s2;
                   end
                end
            s2: begin
                next_state = FLUSH_DATA;
                end
            FLUSH_DATA: begin
                if (current_output_state == DATA_SENT) 
                    next_state = RCV_IDLE;
                end
        endcase
    end
    assign nbytes = count;  
    always@(posedge dataclk) begin  
        if (cts) begin
            prev <= temp;
            temp <= din;
            sent_count <= count;
            count <= count + 1'b1;
        end
        if (current_output_state == SEND_COUNT) begin
            count <= count - sent_count ;
            end
        if (!rts) begin
          sent_count <= count;
          end
    end
    assign output_state = current_output_state;  
    always@(current_output_state,rts, current_state) begin
        case (current_output_state)
            IDLE: begin 
                dout = 8'hx;
                if (current_state == FLUSH_DATA)
                    next_output_state  = SEND_COUNT;
                end
            SEND_COUNT: begin
                dout = sent_count;  
                #3 drdy = 1'b1;
                next_output_state = SEND_DATA;
                end
            SEND_DATA: begin 
                if (sent_count == 1 && !rts) dout = temp;
                else
                dout = prev;
                next_output_state = DATA_SENT;
                end
            DATA_SENT: begin 
                #3 drdy = 1'b0;
                next_output_state = IDLE;
                end
            default: next_output_state = IDLE;
        endcase
        end
endmodule
</file>
<file path="flow/run.sh">
#!/bin/bash
# OpenROAD 26Q1-2900-gdf79404cd8, Yosys 0.63+post, stock flow scripts
make -C /OpenROAD-flow-scripts/flow DESIGN_CONFIG=/design/flow/config.mk WORK_HOME=/design/flow/orfs finish
</file>
==> impl_metrics.tcl <==
# place-and-route summary
set metrics [dict create \
    run_status "finished clean" \
    drive_above_1_share_pct 7.28 \
    flow.area_growth_from_synthesis_pct 23.7 \
    post-cts-setup-buffer-count 0 \
    synth.area.top_cells "sky130_fd_sc_hd__edfxtp_1 45%, sky130_fd_sc_hd__dlxtn_1 9.9%, sky130_fd_sc_hd__ha_1 8.9%" \
    worstMarginPinSlew_ns 0.790 \
    postCtsResizedCells 0 \
    die-area_sq_um 5590 \
    power_density_nw_per_um2 425 \
    synth.largest_area_cell "sky130_fd_sc_hd__edfxtp_1" \
    synth_async_sr_flop_share_pct 0 \
    critical_path.endpoint_type "flip-flop" \
    core_ar_sq_um 5110 \
    drt_iter0_markers 50 \
    power.static_leakage_nw 1.10 \
    detail_route.drc_violations 0 \
    placementRows 26 \
    max-slew-margin-rel_pct 47.3 \
    yosys_most_used_dff "sky130_fd_sc_hd__edfxtp_1" \
    drt_pass1_iterations 4 \
    sequential_cell_area_sq_um 1250 \
    synth-edff-count 32 \
    holdCritPathClass "reg2reg" \
    timing.reg2reg.setup_slack_ns 1.49 \
    yosys.cell_types.count 36 \
    synth.avg_cell_area_sq_um 12.6 \
    ctsHoldBuffers 0 \
    clk_pin_slew_worst_paths_ns 0.06 \
    gr-total-overflow 0 \
    logic_area_sq_um 813 \
    timing.critical_path.fanout_max 10 \
    rsz0062_at_grt "false" \
    port_buffers 31 \
    dpl-instance-area_sq_um 2500 \
    chipWidth_um 74.8 \
    yosysWarningCount 1 \
    synth-area-yosys_sq_um 2120 \
    routed_wl_um 3960 \
    worst_r2r_path_depth 11 \
    syn-instance-count 168 \
    hpwl_um 2920 \
    openroad.warnings 32 \
    vias_per_cell 4.85 \
    num_antenna_cells 0 \
    skew_final_ns 0.00427 \
    endpoints_left_unconstrained 44 \
    drv_cap 0 \
    routabilityCongestion 0.928 \
    setup.worst_path.class "reg2reg" \
    fill_cells 437 \
    number_of_register_pins_that_no_clock_reaches 14 \
    grt_pass1_wl_um 6280 \
    grt_max_degree 20 \
    finalHoldViolCount 0 \
    cts_tree "built" \
    ios 33 \
    postSynthRegisterBits 50 \
    slew_violations 0 \
    antenna_violating_nets_post_route 0 \
    worstPathArrival_ns 2.44 \
    route.vias.total 1339 \
    sort_of_element_at_the_start_of_the_critical_path "flip-flop" \
    grt_antenna_before_repair 0 \
    syn-cell-area_sq_um 2120 \
    finalSetupTns_ns 0 \
    critical_path_required_ns 3.93 \
    yosysCellCount 168 \
    finish.instance_area_sq_um 2620 \
    initCoreUtil_pct 41.5 \
    grt_usage_pct 16.0 \
    worst_voltage_drop_across_the_vdd_grid_v 0.000313 \
    die-height_um 74.8 \
    setup_viol 0 \
    final.hold.worst_slack_ns 0.499 \
    fraction_of_post_synthesis_cell_area_in_the_top_cell_type_by_area_pct 45.4 \
    worst_hold_path.num_cells 0 \
    first_global_vias 1303 \
    routed_wire_length_per_instance_um 14.4 \
]
==> kinds of logic (layout without fill, tap and decap cells) <==
group,count (synthesis),count (layout),synth area share (%)
multiplexers,8,8,3.78
AND-OR/OR-AND,22,22,6.85
buffers and inverters,14,52,2.54
latches,14,14,9.92
AND/OR/NAND/NOR,43,43,11.8
XOR/XNOR,15,15,6.20
flip-flops,36,36,49.1
adder cells (fa/ha/maj),16,16,9.81
==> report_power, final <==
group | switching (W) | internal (W)
clock | 0.000132 | 0.000183
sequential | 0.0000914 | 0.000517
combinational | 0.0000695 | 0.000122
==> metrics by stage <==
stage	setup WS (ns)	power [W]	cells	utilization (%)
6_report	1.49	0.00111	276	51.3
5_1_grt	1.35	0.00117	276	51.3
4_1_cts	1.48	0.00112	276	51.3
3_5_place_dp	1.44	0.000804	266	49.0
3_3_place_gp	1.52	0.000802	266	49.0
2_1_floorplan	1.69	0.000686	168	-
==> worst max-delay path, stage by stage, from the launching register on <==
cell                       delay [ns]
sky130_fd_sc_hd__dfxtp_1         0.35
sky130_fd_sc_hd__inv_1           0.08
sky130_fd_sc_hd__ha_1            0.29
sky130_fd_sc_hd__nand2b_1        0.13
sky130_fd_sc_hd__ha_1            0.18
sky130_fd_sc_hd__inv_1           0.06
sky130_fd_sc_hd__fa_1            0.40
sky130_fd_sc_hd__a21o_1          0.17
sky130_fd_sc_hd__a21oi_1         0.21
sky130_fd_sc_hd__o21bai_1        0.10
sky130_fd_sc_hd__a21oi_1         0.19
sky130_fd_sc_hd__xnor2_1         0.08
==> path summary, 6_finish.rpt <==
kind                                              start         endpoint
max in group clk0                              count[5]        nbytes[5]
worst min register to register                  temp[1]          prev[1]
worst max-delay path            current_output_state[1]         count[6]
min in group clk0               current_output_state[1]  output_state[1]
worst min-delay path                            temp[1]          prev[1]
worst max register to register  current_output_state[1]         count[6]
==> Yosys cell counts (3+ instances only) <==
| library cell | instances |
|---|---|
| sky130_fd_sc_hd__edfxtp_1 | 32 |
| sky130_fd_sc_hd__ha_1 | 15 |
| sky130_fd_sc_hd__nor2_1 | 15 |
| sky130_fd_sc_hd__dlxtn_1 | 14 |
| sky130_fd_sc_hd__inv_1 | 11 |
| sky130_fd_sc_hd__a21oi_1 | 10 |
| sky130_fd_sc_hd__xor2_1 | 9 |
| sky130_fd_sc_hd__mux2i_1 | 8 |
| sky130_fd_sc_hd__nor2b_1 | 8 |
| sky130_fd_sc_hd__xnor2_1 | 6 |
| sky130_fd_sc_hd__dfxtp_1 | 4 |
| sky130_fd_sc_hd__nand2b_1 | 3 |
| sky130_fd_sc_hd__nor3_1 | 3 |
| sky130_fd_sc_hd__nor4_1 | 3 |
==> state kept, by name, summed over array words and instances, names as in the netlist, 8 cells and up <==
signal and cells:
temp 8, count 8, dout 8, prev 8
sent_count 8
==> cell usage in the layout, fill, tap and decap left out <==
master / n
sky130_fd_sc_hd__o211ai_2: 1
sky130_fd_sc_hd__clkbuf_8: 8
sky130_fd_sc_hd__o21ai_0: 1
sky130_fd_sc_hd__nor4_4: 1
sky130_fd_sc_hd__xor2_1: 9
sky130_fd_sc_hd__nand2b_1: 3
sky130_fd_sc_hd__nor2b_1: 8
sky130_fd_sc_hd__nand2_1: 1
sky130_fd_sc_hd__nor4_1: 3
sky130_fd_sc_hd__nand4b_1: 1
sky130_fd_sc_hd__a21boi_1: 1
sky130_fd_sc_hd__mux2i_1: 8
sky130_fd_sc_hd__o2111ai_1: 1
sky130_fd_sc_hd__o21a_1: 1
sky130_fd_sc_hd__nor3_1: 3
sky130_fd_sc_hd__clkinv_1: 2
sky130_fd_sc_hd__nand3_2: 1
sky130_fd_sc_hd__a21o_1: 2
sky130_fd_sc_hd__dlxtn_1: 14
sky130_fd_sc_hd__nand4_1: 2
sky130_fd_sc_hd__o2bb2ai_1: 1
sky130_fd_sc_hd__xnor2_1: 6
sky130_fd_sc_hd__a21oi_2: 1
sky130_fd_sc_hd__ha_1: 15
sky130_fd_sc_hd__clkdlybuf4s50_1: 31
sky130_fd_sc_hd__nand3_1: 2
sky130_fd_sc_hd__or4_4: 1
sky130_fd_sc_hd__o21ai_1: 1
sky130_fd_sc_hd__dfxtp_1: 4
sky130_fd_sc_hd__fa_1: 1
sky130_fd_sc_hd__o21bai_1: 1
sky130_fd_sc_hd__or2_2: 2
sky130_fd_sc_hd__a21oi_1: 10
sky130_fd_sc_hd__o41ai_1: 1
sky130_fd_sc_hd__inv_1: 11
sky130_fd_sc_hd__edfxtp_1: 32
sky130_fd_sc_hd__nor2_1: 15
==> metal layers <==
layer | vias to the layer above | share of wire [%] | GRT usage (%)
met5 | - | 0 | 0
met4 | 0 | 1.5 | 2.31
met3 | 8 | 6.2 | 5.56
met2 | 38 | 43 | 23.3
met1 | 625 | 49 | 25.3
li1 | 668 | - | -
==> layout make-up <==
type                    count  share of cell area (%)
clock buffers               8                    4.20
multi-input cells         104                    31.0
inverters                  11                    1.58
flip-flops and latches     50                    47.7
repair buffers             31                    11.8
well taps                  70                    3.34
clock inverters             2                   0.286
Power figures rest on the tool's default switching activity, not on a simulated workload.
